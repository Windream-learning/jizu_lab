[flow/run.sh]
#!/bin/bash
# OpenROAD 26Q1-2900-gdf79404cd8, Yosys 0.63+post, stock flow scripts
make -C /OpenROAD-flow-scripts/flow DESIGN_CONFIG=/design/flow/config.mk WORK_HOME=/design/flow/orfs finish
[flow/config.mk]
export PLATFORM = sky130hd
export DESIGN_NAME = dm
export DESIGN_NICKNAME = dm
export VERILOG_FILES = /design/flow/design.v
export SDC_FILE = /design/flow/constraint.sdc
export NUM_CORES = 4
export LEC_CHECK = 1
export CORE_UTILIZATION = 50
[flow/constraint.sdc]
current_design dm

set clk_period 8.3
set clk_io_pct 0.2

create_clock -name clk0 -period $clk_period [get_ports {clk}]

set non_clock_inputs [all_inputs -no_clocks]
set_input_delay [expr $clk_period * $clk_io_pct] -clock clk0 $non_clock_inputs
set_output_delay [expr $clk_period * $clk_io_pct] -clock clk0 [all_outputs]
[flow/design.v]
`timescale 1ns / 1ps
module dm(
    input clk,
    input DMWr,
    input [5:0]addr,
    input [31:0]din,
    input [2:0]DMType,
    output reg [31:0]dout
);
reg [7:0] dmem[6:0];
initial begin
    dmem[0] = 8'h00;
    dmem[1] = 8'h00;
    dmem[2] = 8'h00;
    dmem[3] = 8'h00;
    dmem[4] = 8'h00;
    dmem[5] = 8'h00;
    dmem[6] = 8'h00;
end
always @(negedge clk)
    if(DMWr == 1'b1)
        case(DMType)
            3'b011: dmem[addr] <= din[7:0];
            3'b001: begin
                dmem[addr] <= din[7:0];
                dmem[addr+1] <= din[15:8];
            end
            3'b000: begin
                dmem[addr] <= din[7:0];
                dmem[addr+1] <= din[15:8];
                dmem[addr+2] <= din[23:16];
                dmem[addr+3] <= din[31:24];
            end
        endcase
always @(posedge clk)
    #500
    case(DMType)
        3'b011: dout = {{24{dmem[addr][7]}}, dmem[addr][7:0]};
        3'b100: dout = {{24{1'b0}}, dmem[addr][7:0]};
        3'b001: dout = {{16{dmem[addr+1][7]}}, dmem[addr+1][7:0], dmem[addr][7:0]};
        3'b010: dout = {{16{1'b0}}, dmem[addr+1][7:0], dmem[addr][7:0]};
        3'b000: dout = {dmem[addr+3][7:0], dmem[addr+2][7:0], dmem[addr+1][7:0], dmem[addr][7:0]};
    endcase
endmodule
==> flow_metrics.tcl <==
# place-and-route summary
set metrics [dict create \
    grt_max_degree 45 \
    synth_cell_types 55 \
    power_switching_mw 0.418 \
    syn_to_final_growth_pct 24.4 \
    initial_core_util_pct 51.4 \
    grt_pass1_vias 6024 \
    cts-htree-levels 3 \
    critPathCaptureType "register" \
    core_area_um2 13200 \
    p_int_mw 0.963 \
    tightest_slew_ps 1080 \
    cts_buffers 9 \
    num_antenna_cells 0 \
    cp.required_ps 4350 \
    synth_area_per_cell_um2 10.4 \
    clockBufferDepth 2 \
    relSlewSlack_pct 28.0 \
    ys.flop_type "edfxtp_1" \
    post-dp-hpwl_mm 16.1 \
    detail-route-antenna-nets 0 \
    drt_iter0_drc 558 \
    io_buffers 71 \
    layout_top_cell "edfxtp_1" \
    vias 6305 \
    regToRegSetupSlack_ps 2140 \
    whs_ps 2150 \
    cp-start-kind "input port" \
    ys_area_um2 6810 \
    drive_above_1_share_pct 15.3 \
    fin_tns_setup_ps 0 \
    yosys.area.top_type "edfxtp_1" \
    die_y_um 119 \
    hold_viol 0 \
    syn_area_um2 6810 \
    setup_viol 0 \
    num_rows 42 \
    grt_overflow 0 \
    cts_tree "built" \
    post_cts_buffers 0 \
    hold_buffers 0 \
    combPwrFrac_pct 21.3 \
    yosysSeqAreaShare_pct 38.8 \
    finClkSkew_ps 62.1 \
    rsz0062_at_grt "no" \
    cp_max_fo 9 \
    crit_end "dmem[2][6]" \
    grtUsageTotal_pct 32.3 \
    p_sw_share_pct 30.3 \
    p_clk_share_pct 38.9 \
    syn_inst 652 \
    clk_pin_slew_ps 70 \
    top_level_ports 75 \
    crit_type "in -> reg" \
    antenna_found_initial 0 \
    synth_flops 88 \
    peakVddDrop_mv 0.0964 \
    cts_root_buf "clkbuf_16" \
    fp.dieW_um 119 \
    crit_start "addr[1]" \
    arrival_ps 3980 \
    cts_sinks 88 \
    edf_count 88 \
    vias_per_cell 6.51 \
    r2r_cells 4 \
    design.die.area_um2 14100 \
    grt_pass1_wl_mm 32.5 \
    clk_latency_ps 410 \
    synth.area.top_cells "edfxtp_1 (39%), mux4_2 (8.6%), mux2i_1 (5.1%), a221oi_1 (4.2%), nand2_1 (3.7%)" \
    total_leakage_power_nw 3.28 \
    power_density_nw_per_um2 163 \
    wl_per_cell_um 21.6 \
    synth_warnings 1 \
    drv_slew 0 \
    timing.rr.end "dout[14]" \
    p_seq_share_pct 39.7 \
    synth_top_area_share_pct 38.8 \
    gp_congestion 0.992 \
    status "finished clean" \
    async_flop_share_pct 0 \
    r2r_start "dmem[5][7]" \
    drv_cap 0 \
    utilization_pct 64.0 \
    cts_resized 0 \
    final_cell_mix "edfxtp_1 (88), inv_1 (71), clkdlybuf4s50_1 (70)" \
    routed_wl_mm 20.9 \
    drc 0 \
    warnings 89 \
    ys_cells 652 \
    min_path_type "in -> reg" \
    firstDrtPassIters 5 \
]
[through the flow]
step	cell area [µm²]	worst slack, ps	power (mW)	cells
5_1_grt	8470	268	1.45	968
6_report	8470	366	1.38	968
2_1_floorplan	6810	144	0.751	652
4_1_cts	8470	478	1.39	968
3_5_place_dp	7930	73.2	0.883	897
3_3_place_gp	7930	99.7	0.878	897
[state kept, by name, summed over array words and instances (netlist names)]
signal,flops
dmem,56
dout,32
[synthesized netlist by cell type (all sizes together), types with 2 or more instances]
library cell	n
mux2i	35
mux2	14
xor2	2
a211oi	5
o21ai	26
edfxtp	88
nor3b	2
o31ai	24
nor3	6
xnor2	2
o211ai	13
a22oi	8
buf	36
nand4	7
nor2	41
and4b	2
nand2	67
nand2b	2
o311ai	4
inv	18
o221ai	8
a22o	15
ha	6
mux4	26
clkbuf	18
a221o	7
a21oi	8
a221oi	33
and2	17
nand3	33
and3	8
o2bb2ai	17
nor2b	11
a31oi	12
o21a	15
a311oi	8
[cells by family (layout without fill, tap and decap cells)]
family                     Yosys count  count (layout)  synth area share, %
AOI/OAI and AO/OA                  206             206                 23.1
and+or+nand+nor                    201             201                 15.3
DFF                                 88              88                 38.8
muxes                               75              75                 16.1
buffers and inverters               72             212                 5.00
adders and majority gates            6               6                 1.10
xor gates and xnor gates             4               4                0.625
[power by group through the flow]
| stage | Combinational [mW] | Clock [mW] | Sequential [mW] |
|---|---|---|---|
| final | 0.295 | 0.538 | 0.549 |
| after CTS | 0.289 | 0.548 | 0.549 |
| after global routing | 0.315 | 0.581 | 0.552 |
[worst min-delay path by stage]
stage / slack (ps) / to / startpoint / depth (start not counted)
after global routing: 2210 / dout[7] / addr[0] / 5
final: 2150 / dout[7] / addr[0] / 5
after CTS: 2140 / dout[7] / addr[0] / 5
[worst max-delay path: stages]
cell	delay (ps)
clkdlybuf4s50_1	520
inv_1	70
ha_1	300
inv_2	40
nor2_1	810
a221oi_1	230
o2bb2ai_1	330
[layout make-up]
class	count	area, µm²
fillers	994	4770
multi-input cells	492	3840
flip-flops and latches	88	2640
repair buffers	123	1160
clock inverters	63	320
clock buffers	9	225
well taps	176	220
inverters	17	63.8
[routing by layer]
layer	up-vias	GRT usage (%)	part of all wire (%)
li1	2891	-	-
met1	2931	46.0	40
met2	425	47.2	45
met3	58	14.6	12
met4	0	8.31	2.6
met5	-	0	0
No activity file was given, so power comes from the tool's default toggle rates.
