===== config.mk =====
export PLATFORM = sky130hd
export DESIGN_NAME = seg7x16
export DESIGN_NICKNAME = seg7x16
export VERILOG_FILES = /design/flow/design.v
export SDC_FILE = /design/flow/constraint.sdc
export NUM_CORES = 4
export LEC_CHECK = 1
export CORE_UTILIZATION = 40

===== constraint.sdc =====
current_design seg7x16

set clk_period 4.1
set clk_io_pct 0.2

create_clock -name clk0 -period $clk_period [get_ports {clk}]

set non_clock_inputs [all_inputs -no_clocks]
set_input_delay [expr $clk_period * $clk_io_pct] -clock clk0 $non_clock_inputs
set_output_delay [expr $clk_period * $clk_io_pct] -clock clk0 [all_outputs]

===== design.v =====
module seg7x16(
    input clk,
    input rstn,
    input [63:0]i_data,
    input disp_mode,
    output [7:0]o_seg,
    output [7:0]o_sel
    );
    reg [14:0]cnt;
    wire seg7_clk;
    always @(posedge clk, negedge rstn)
        if(!rstn) cnt <= 0;
            else cnt <= cnt + 1'b1;
    assign seg7_clk = cnt[14];
    reg [2:0]seg7_addr;
    always @(posedge seg7_clk, negedge rstn)
        if(!rstn) seg7_addr <= 0;
            else seg7_addr <= seg7_addr + 1'b1;
    reg [7:0]o_sel_r;
    always @(*)
        case(seg7_addr)
            7 : o_sel_r = 8'b01111111;
            6 : o_sel_r = 8'b10111111;
            5 : o_sel_r = 8'b11011111;
            4 : o_sel_r = 8'b11101111;
            3 : o_sel_r = 8'b11110111;
            2 : o_sel_r = 8'b11111011;
            1 : o_sel_r = 8'b11111101;
            0 : o_sel_r = 8'b11111110;
        endcase
    reg [63:0]i_data_store;
    always @(posedge clk, negedge rstn)
        if(!rstn) i_data_store <= 0;
            else  
                i_data_store <= i_data;
    reg [7:0]seg_data_r;
    always @(*)
        if(disp_mode == 1'b0)
            case(seg7_addr)
                0 : seg_data_r = i_data_store[3:0];
                1 : seg_data_r = i_data_store[7:4];
                2 : seg_data_r = i_data_store[11:8];
                3 : seg_data_r = i_data_store[15:12];
                4 : seg_data_r = i_data_store[19:16];
                5 : seg_data_r = i_data_store[23:20];
                6 : seg_data_r = i_data_store[27:24];
                7 : seg_data_r = i_data_store[31:28];
            endcase
            else
                case(seg7_addr)
                    0 : seg_data_r = i_data_store[7:0];
                    1 : seg_data_r = i_data_store[15:8];
                    2 : seg_data_r = i_data_store[23:16];
                    3 : seg_data_r = i_data_store[31:24];
                    4 : seg_data_r = i_data_store[39:32];
                    5 : seg_data_r = i_data_store[47:40];
                    6 : seg_data_r = i_data_store[55:48];
                    7 : seg_data_r = i_data_store[63:56];
                endcase
    reg [7:0]o_seg_r;
    always @(posedge clk, negedge rstn)
        if(!rstn) o_seg_r <= 8'hff;
            else if(disp_mode == 1'b0)
                case(seg_data_r)
                     4'h0 : o_seg_r <= 8'hC0;
                     4'h1 : o_seg_r <= 8'hF9;
                     4'h2 : o_seg_r <= 8'hA4;
                     4'h3 : o_seg_r <= 8'hB0;
                     4'h4 : o_seg_r <= 8'h99;
                     4'h5 : o_seg_r <= 8'h92;
                     4'h6 : o_seg_r <= 8'h82;
                     4'h7 : o_seg_r <= 8'hF8;
                     4'h8 : o_seg_r <= 8'h80;
                     4'h9 : o_seg_r <= 8'h90;
                     4'hA : o_seg_r <= 8'h88;
                     4'hB : o_seg_r <= 8'h83;
                     4'hC : o_seg_r <= 8'hC6;
                     4'hD : o_seg_r <= 8'hA1;
                     4'hE : o_seg_r <= 8'h86;
                     4'hF : o_seg_r <= 8'h8E;
                endcase
                else o_seg_r <= seg_data_r;
    assign o_sel = o_sel_r;
    assign o_seg = o_seg_r;
endmodule

===== run.sh =====
#!/bin/bash
# OpenROAD 26Q1-2900-gdf79404cd8, Yosys 0.63+post, stock flow scripts
make -C /OpenROAD-flow-scripts/flow DESIGN_CONFIG=/design/flow/config.mk WORK_HOME=/design/flow/orfs finish

==> flow_metrics.env <==
# physical design summary
export IMPL_run_status="finished clean"
export IMPL_edf_count=0
export IMPL_preCtsSetupSlack_ns=0.957
export IMPL_pwr_share_comb_pct=9.0
export IMPL_num_vias=2558
export IMPL_crit_reg2reg_capture="o_seg_r[3]"
export IMPL_cts_buffers=9
export IMPL_clock_latency_late_pin_ns=0.36
export IMPL_fp_utilization_pct=41.5
export IMPL_ys_types=56
export IMPL_detail_route_wirelength_mm=8.00
export IMPL_fin_worst_hold_slack_ns=0.472
export IMPL_worst_ep_required_time_ns=4.39
export IMPL_slew_limit_headroom_pct=50.8
export IMPL_mappedNetlistArea_mm2=0.00362
export IMPL_worst_slew_pin_slew_ns=0.738
export IMPL_wire_length_of_the_first_global_routing_pass_mm=13.4
export IMPL_power_per_cell_area_mw_per_mm2=348
export IMPL_setup_viol=0
export IMPL_cts_buffer_depth=2
export IMPL_unclocked_pins=3
export IMPL_hold_violations=0
export IMPL_ys_dominant_reg_cell="sky130_fd_sc_hd__dfrtp_1"
export IMPL_core_area_mm2=0.00872
export IMPL_maxSlewViolCount=0
export IMPL_slowest_stage="sky130_fd_sc_hd__a31o_1"
export IMPL_crit_arrival_ns=3.11
export IMPL_netlist_top_cell_by_area="sky130_fd_sc_hd__dfrtp_1"
export IMPL_pwr_share_seq_pct=56.6
export IMPL_timing_setup_tns_ns=0
export IMPL_global_route_usage_total_pct=18.8
export IMPL_max_stage_delay_ns=0.45
export IMPL_hp_class="register to register"
export IMPL_antenna_violations_before_repair=0
export IMPL_cts_root_buf="sky130_fd_sc_hd__clkbuf_8"
export IMPL_grt_start_max_net_pins=57
export IMPL_ctsHtreeMaxLevel=3
export IMPL_total_leakage_power_nw=1.98
export IMPL_crit_fanout=14
export IMPL_top_cell_area_share_pct=56.7
export IMPL_ff2ff_setup_slack_ns=1.54
export IMPL_clock_tree_from_tritoncts="yes"
export IMPL_ir_drop_mv=0.169
export IMPL_cp_endpoint="o_seg_r[3]"
export IMPL_floorplan_die_width_um=97.1
export IMPL_drt_antenna_violating_nets=0
export IMPL_drt_wirelength_per_cell_um=16.8
export IMPL_count_of_cells_resized_by_post_cts_repair=0
export IMPL_post_cts_hold_buffer_count=0
export IMPL_worstSetupStartpointType="input port"
export IMPL_gp_congestion=0.862
export IMPL_syn_area_per_cell_um2=12.8
export IMPL_floorplan_die_area_mm2=0.00943
export IMPL_synth_flop_count=90
export IMPL_min_period_ns=2.82
export IMPL_regToRegStartpoint="i_data_store[23]"
export IMPL_common_cells="sky130_fd_sc_hd__dfrtp_1 (82), sky130_fd_sc_hd__nand2_1 (17), sky130_fd_sc_hd__nor2_1 (16)"
export IMPL_fin_crit_sh_pct=68.8
export IMPL_part_of_the_yosys_area_used_for_sequential_elements_pct=62.5
export IMPL_drt_initial_drc_count=131
export IMPL_rows=34
export IMPL_rsz0062_at_grt="false"
export IMPL_fillerInstances=729
export IMPL_clk_pin_slew_worst_paths_ns=0.09
export IMPL_postLayoutSetupSlackWorst_ns=1.28
export IMPL_dr_pass1_iters=5
export IMPL_most_frequent_cell_after_synthesis="sky130_fd_sc_hd__dfrtp_1"
export IMPL_n_antenna_cell=0
export IMPL_intPower_mw=1.24
export IMPL_portBuffers=82
export IMPL_via_per_inst=5.37
export IMPL_syn_inst=282
export IMPL_areaGrowthSynthToFinish_pct=29.3
export IMPL_top_cells_by_area="sky130_fd_sc_hd__dfrtp_1 (57%), sky130_fd_sc_hd__dfstp_2 (5.8%), sky130_fd_sc_hd__a222oi_1 (2.8%)"
export IMPL_worst_setup_path_end_kind="register"
export IMPL_ys_warn_count=1
export IMPL_untimed_endpoints=11
export IMPL_worst_clock_skew_ns=0.0137
export IMPL_drv_cap=0
export IMPL_tally_of_openroad_warnings=29
export IMPL_timing_worst_setup_path_type="input port to register"
export IMPL_max_freq_mhz=354
export IMPL_net_switching_power_mw=0.385
export IMPL_timing_reg2reg_worst_path_depth=7
export IMPL_post_route_cells_drive_above_1_share_pct=12.5
export IMPL_power_frac_clock_pct=34.3
export IMPL_yosysCellCount=282
export IMPL_worstSetupStartpoint="disp_mode"
export IMPL_globalRoute_totalOverflow=0
export IMPL_die_height_um=97.1
export IMPL_sw_frac_of_total_pct=23.7
export IMPL_dp_hpwl_mm=5.65
export IMPL_remaining_drc_errors=0
export IMPL_grt_pass1_vias=2626
export IMPL_cts_setup_buffers=0
export IMPL_critical_path_cell_sequence="clkdlybuf4s50_1 -> a221o_1 -> nor3b_1 -> a31o_1 -> and2b_1 -> a22o_1 -> a211o_1"
export IMPL_yosys_area_mm2=0.00362
export IMPL_synth_async_sr_flop_share_pct=100
export IMPL_ioPinCount=83
-- metal layers --
| layer | vias to the layer above | GRT usage [%] | wire (um) | share of wire, % |
|---|---|---|---|---|
| met4 | 0 | 3.10 | 110 | 1.4 |
| met5 | - | 0 | 0 | 0 |
| li1 | 1191 | - | - | - |
| met3 | 10 | 4.17 | 493 | 6.2 |
| met1 | 1266 | 30.1 | 3680 | 46 |
| met2 | 91 | 28.1 | 3710 | 46 |
-- sequential cells by signal, summed over array words and instances, names as in the netlist --
| signal | count |
|---|---|
| cnt | 15 |
| i_data_store | 64 |
| o_seg_r | 8 |
| seg7_addr | 3 |
-- stage by stage --
stage	util [%]	cells	instance area [um^2]	total power, mW
after floorplan	-	282	3620	0.976
after global placement	51.5	460	4490	1.09
after detailed placement	51.5	460	4490	1.09
after CTS	53.6	476	4680	1.65
after global routing	53.6	476	4680	1.70
final	53.6	476	4680	1.63
-- area by class of cell --
cell class	count	area, um^2	share of cell area (%)
Tap cell	108	135	2.89
Timing Repair Buffer	86	848	18.1
Clock buffer	10	138	2.94
Multi-Input combinational cell	163	1190	25.5
Sequential cell	90	2260	48.4
Inverter	13	51.3	1.10
Clock inverter	6	48.8	1.04
-- cell usage in the layout, fill, tap and decap left out, types with 2 or more instances in the layout --
cell type	instances
sky130_fd_sc_hd__mux2i_1	2
sky130_fd_sc_hd__clkbuf_8	10
sky130_fd_sc_hd__clkdlybuf4s50_1	81
sky130_fd_sc_hd__and2_1	2
sky130_fd_sc_hd__a32oi_1	2
sky130_fd_sc_hd__dfstp_2	8
sky130_fd_sc_hd__a22o_1	2
sky130_fd_sc_hd__nand4_1	2
sky130_fd_sc_hd__and3_1	3
sky130_fd_sc_hd__ha_1	7
sky130_fd_sc_hd__inv_1	12
sky130_fd_sc_hd__nor3_1	2
sky130_fd_sc_hd__inv_6	4
sky130_fd_sc_hd__a31oi_1	4
sky130_fd_sc_hd__a221o_1	4
sky130_fd_sc_hd__nor2_1	16
sky130_fd_sc_hd__nand2_1	17
sky130_fd_sc_hd__xnor2_1	11
sky130_fd_sc_hd__a21oi_1	12
sky130_fd_sc_hd__a222oi_1	10
sky130_fd_sc_hd__xor2_1	3
sky130_fd_sc_hd__mux2_2	7
sky130_fd_sc_hd__buf_4	5
sky130_fd_sc_hd__nand3_1	12
sky130_fd_sc_hd__a21o_1	3
sky130_fd_sc_hd__o31a_1	2
sky130_fd_sc_hd__a221oi_1	7
sky130_fd_sc_hd__dfrtp_1	82
sky130_fd_sc_hd__a22oi_1	6
sky130_fd_sc_hd__a211o_1	2
sky130_fd_sc_hd__and2b_1	2
-- critical path: cells and delay by family --
kind / cells / cell delay [ns]
buffers and inverters: 1 / 0.43
AND/OR/NAND/NOR: 2 / 0.63
AND-OR/OR-AND: 4 / 1.24
-- worst min-delay path by stage --
stage                 startpoint  endpoint  slack (ns)  cells past startpoint
final                    cnt[12]   cnt[12]        0.47                      1
after CTS                cnt[13]   cnt[13]        0.48                      1
after global routing     cnt[12]   cnt[12]        0.50                      1
-- power by group through the flow --
| stage | Clock, mW | Sequential [mW] | Combinational, mW |
|---|---|---|---|
| finish | 0.558 | 0.921 | 0.147 |
| global route | 0.614 | 0.926 | 0.162 |
| CTS | 0.581 | 0.921 | 0.149 |
-- cell families (layout without fill, tap and decap cells) --
group / count (synthesis) / after routing / share of synthesized area [%]
buffers and inverters: 29 / 115 / 4.49
muxes: 10 / 10 / 3.15
and+or+nand+nor: 63 / 63 / 8.78
xor gates and xnor gates: 14 / 14 / 3.39
DFF: 90 / 90 / 62.5
adders and majority gates: 7 / 7 / 2.42
AOI/OAI and AO/OA: 69 / 69 / 15.2
Power is estimated from default activity; no workload was simulated.
